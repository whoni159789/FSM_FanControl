`./config.mk`:
```
export PLATFORM = sky130hd
export DESIGN_NAME = ClockDivider_1Hz
export DESIGN_NICKNAME = ClockDivider_1Hz
export VERILOG_FILES = /design/flow/design.v
export SDC_FILE = /design/flow/constraint.sdc
export NUM_CORES = 4
export LEC_CHECK = 1
export CORE_UTILIZATION = 40
```
`./constraint.sdc`:
```
current_design ClockDivider_1Hz

set clk_period 6.2
set clk_io_pct 0.2

create_clock -name clk0 -period $clk_period [get_ports {i_clk}]

set non_clock_inputs [all_inputs -no_clocks]
set_input_delay [expr $clk_period * $clk_io_pct] -clock clk0 $non_clock_inputs
set_output_delay [expr $clk_period * $clk_io_pct] -clock clk0 [all_outputs]
```
`./design.v`:
```
`timescale 1ns / 1ps
module ClockDivider_1Hz(
    input i_clk,
    input i_reset,
    output o_clk
    );
    reg r_clk = 1'b0;
    reg [31:0] r_counter = 0;
    assign o_clk = r_clk;
    always @(posedge i_clk or posedge i_reset) begin
        if (i_reset) begin
            r_clk <= 1'b0;
            r_counter <= 0;
        end
        else begin
            if (r_counter == 50_000_000 - 1) begin
                r_clk <= ~r_clk;
                r_counter <= 0;
            end
            else begin
                r_counter <= r_counter + 1;
            end
        end
    end
endmodule
```
`./run.sh`:
```
#!/bin/bash
# OpenROAD 26Q1-2900-gdf79404cd8, Yosys 0.63+post, stock flow scripts
make -C /OpenROAD-flow-scripts/flow DESIGN_CONFIG=/design/flow/config.mk WORK_HOME=/design/flow/orfs finish
```
==> impl_metrics.yaml <==
# implementation run metrics
status:
  status: "finished, final reports clean"
clock_network:
  clock_path_buffers: 2
  clk_latency_ns: 0.28
  cts_sinks: 33
  cts_tree: "done"
  cts_root_buffer: "clkbuf_8"
  post-cts-setup-buffer-count: 0
  cts.repair.resized: 0
  clkTransAtPathRegs_ns: 0.06
  cts_made_buffers: 5
  hold_buffers: 0
  htreeDepth: 2
power_and_ir_drop:
  p_leak_nw: 0.8081
  power_density_nw_per_um2: 201.5
  peakVddDrop_uv: 138.0
drt:
  drc: 0
  ant_nets: 0
  first_iter_violations: 59
  vias: 1201
  routed_wl_mm: 3.023
  vias_per_cell: 5.459
  routedWlPerCell_um: 13.74
  dr.pass1.iters: 4
  n_antenna_cell: 0
yosys:
  synth_cell_types: 33
  yosys_cells: 163
  netlist_instances: 163
  yosys_area_sq_um: 1695
  ys_seq_share_pct: 48.71
  ys.flops: 33
  synth-edff-count: 0
  ys_warn_count: 1
  synthFlopType: "dfrtp_1"
  async_reset_ff_share_pct: 100.0
  syn_area_per_cell_sq_um: 10.40
  synth_area_sq_um: 1695
layout:
  area_growth_pct: 8.709
  final_layout_size_suffix_gt1_share_pct: 10.00
  final_util_pct: 45.75
  design_area_sq_um: 1843
  layout_top_cells: "dfrtp_1 (33), nor2_1 (17), nand3_1 (16)"
  layout.cells.most_common: "dfrtp_1"
global_routing:
  grt_pass1_vias: 1175
  grt_max_degree: 34
  track_usage_pct: 16.81
  grt_pass1_wl_mm: 5.478
  antenna_found_initial: 0
  grt_overflow_total: 0
final_timing:
  max_freq_ghz: 0.4270
  final_max_slew_viol_count: 0
  fin_skew_ns: 0.006539
  rsz0062_at_grt: "no"
  worst_pin_slew_ns: 0.6635
  period_minus_slack_ns: 2.342
  timing.final.ws_setup_ns: 3.858
  finalCritPeriodShare_pct: 37.77
  hold_violations: 0
  setup_viol: 0
  max-slew-margin-rel_pct: 55.36
  fin_setup_tns_ns: 0
floorplan:
  coreArea_sq_um: 4029
  die_w_um: 67.11
  initCoreUtil_pct: 42.08
  ios: 3
  die.size.y_um: 67.11
  rows: 23
  dieArea_sq_um: 4503
placement:
  dp_worst_setup_slack_ns: 4.069
  finalWeightedCongestion: 0.8152
  numPortBuffers: 2
  dp_hpwl_mm: 2.146
  placed_area_sq_um: 1763
worst_setup_path:
  worstPathMaxFanout: 2
  cp_num_buf_inv: 1
  cp-end-kind: "primary output"
  path_delay_family: "buffers and inverters"
  crit_path_start: "r_clk"
  critPathLaunchType: "flop"
  worstPathArrival_ns: 1.10
  slowest_stage: "clkdlybuf4s50_1"
  r2r_start: "r_counter[10]"
  max_stage_delay_ns: 0.47
  crit_required_ns: 4.96
  path_cells: "clkdlybuf4s50_1"
  criticalPathCategory: "flop to primary output"
flow_run:
  warnings: 25
  maxCapViolations: 0
hold_path:
  hold_start: "r_clk"
  worstHoldPathType: "flop to flop"
==> registers in the layout, indices dropped and copies added, names as in the netlist <==
register	flops
r_clk	1
r_counter	32
==> through the flow <==
step	hold WS (ns)	cells	power, mW
2_1_floorplan	0.4204	163	0.2225
3_3_place_gp	0.4590	212	0.2246
3_5_place_dp	0.4568	212	0.2248
4_1_cts	0.4755	220	0.3764
5_1_grt	0.4896	220	0.3874
6_report	0.4697	220	0.3714
==> synthesized netlist by cell type (2+ instances only) <==
cell type,n,share of area (%)
dfrtp_1,33,49
nor2_1,17,3.8
nand3_1,16,4.7
xnor2_1,14,7.2
xor2_1,14,7.2
nand2_1,12,2.7
nand4_1,10,3.7
nor4_1,6,2.2
nor3_1,5,1.5
and3_1,3,1.1
inv_1,3,0.66
or3_1,3,1.1
buf_4,2,0.89
clkbuf_1,2,0.44
nor3_2,2,1.2
o21ai_0,2,0.59
or4_1,2,0.89
or4_4,2,1.3
==> where the power goes <==
part	internal [mW]	leakage, nW	total [mW]	switching, mW
Combinational	0.00101	0.317	0.00510	0.00409
Clock	0.0796	0.0395	0.151	0.0714
Sequential	0.215	0.451	0.215	0
==> layout make-up <==
class,instances,area (sq um)
fillers,379,2186
multi-input cells,123,835.8
flip-flops and latches,33,825.8
clock buffers,8,80.08
well taps,50,62.56
repair buffers,3,27.53
inverters,3,11.26
==> per-layer routing <==
layer  GRT usage (%)  share of wire (%)
met4           2.394                1.4
met3           3.299                3.7
met5               0                  0
met1           26.34                 50
met2           25.87                 45
==> final timing paths <==
check / to / slack [ns] / cells past startpoint
max in group asynchronous: r_counter[7] / 4.55 / 3
min in group asynchronous: r_counter[19] / 1.34 / 3
hold reg to reg: r_clk / 0.47 / 1
hold / removal: r_clk / 0.47 / 1
setup reg to reg: r_clk / 4.08 / 4
setup / recovery: o_clk / 3.86 / 1
==> worst register-to-register path, delay by kind of cell, from the launching register on <==
kind	cells	cell delay [ns]
and+or+nand+nor	3	1.41
DFF	1	0.44
xor gates and xnor gates	1	0.14
==> cell families after synthesis <==
| kind of cell | after synthesis | share of synthesized area, % |
|---|---|---|
| buffers and inverters | 7 | 1.992 |
| flip-flops | 33 | 48.71 |
| XOR/XNOR | 28 | 14.47 |
| AND-OR/OR-AND | 5 | 1.992 |
| AND/OR/NAND/NOR | 89 | 32.10 |
| adder cells (fa/ha/maj) | 1 | 0.7379 |
Power figures rest on the tool's default switching activity, not on a simulated workload.
