==> /design/flow/design.v <==
`timescale 1ns / 1ps
module BCDToFND_Decoder(
    input [3:0] i_value,
    output [7:0] o_font
    );
    reg [7:0] r_font;
    assign o_font = r_font;
    always @(*) begin
        r_font = 8'hff;
        case (i_value)
            4'h0 : r_font = 8'hc0;
            4'h1 : r_font = 8'hf9;
            4'h2 : r_font = 8'ha4;
            4'h3 : r_font = 8'hb0;
            4'h4 : r_font = 8'h99;
            4'h5 : r_font = 8'h92;
            4'h6 : r_font = 8'h82;
            4'h7 : r_font = 8'hf8;
            4'h8 : r_font = 8'h80;
            4'h9 : r_font = 8'h98;
        endcase
    end
endmodule
`timescale 1ns / 1ps
module ButtonController(
    input i_clk,
    input i_reset,
    input i_button,
    output o_button
    );
    parameter   PUSHED = 1'b1,
                RELEASED = 1'b0,
                TRUE = 1'b1,
                FALSE = 1'b0;
    parameter   DEBOUNCE = 1_000_000;
    reg r_prevState = RELEASED;
    reg [31:0] r_counter = 0;
    reg r_button;
    assign o_button = r_button;
    always @(posedge i_clk or posedge i_reset) begin
        if (i_reset) begin
            r_prevState <= RELEASED;
            r_counter <= 0;
            r_button <= FALSE;
        end
        else begin
            if (i_button == PUSHED && r_prevState == RELEASED && r_counter < DEBOUNCE) begin
                r_counter <= r_counter + 1;
                r_button <= FALSE;
            end
            else if (i_button == PUSHED && r_prevState == RELEASED && r_counter == DEBOUNCE) begin
                r_prevState <= PUSHED;
                r_counter <= 0;
                r_button <= FALSE;
            end
            else if (i_button == RELEASED && r_prevState == PUSHED && r_counter < DEBOUNCE) begin
                r_counter <= r_counter + 1;
                r_button <= FALSE;
            end
            else if (i_button == RELEASED && r_prevState == PUSHED && r_counter == DEBOUNCE) begin
                r_prevState <= RELEASED;
                r_counter <= 0;
                r_button <= TRUE;
            end
            else begin
                r_button <= FALSE;
            end
        end
    end
endmodule
`timescale 1ns / 1ps
module ClockDivider_1KHz(
    input i_clk,
    input i_reset,
    output o_clk
    );
    reg r_clk = 1'b0;
    reg [31:0] r_counter = 0;
    assign o_clk = r_clk;
    always @(posedge i_clk or posedge i_reset) begin
        if (i_reset) begin
            r_clk <= 1'b0;
            r_counter <= 0;
        end
        else begin
            if (r_counter == 50000 - 1) begin
                r_clk <= ~r_clk;
                r_counter <= 0;
            end
            else begin
                r_counter <= r_counter + 1;
            end
        end
    end
endmodule
`timescale 1ns / 1ps
module ClockDivider_1MHz(
    input i_clk,
    input i_reset,
    output o_clk
    );
    reg r_clk = 1'b0;
    reg [5:0] r_counter = 0;
    assign o_clk = r_clk;
    always @(posedge i_clk or posedge i_reset) begin
        if(i_reset) begin
            r_clk <= 1'b0;
            r_counter <= 0;
        end
        else begin
            if(r_counter == 49) begin
                r_clk <= ~r_clk;
                r_counter <= 0;
            end
            else begin
                r_counter <= r_counter + 1;
            end
        end
    end
endmodule
`timescale 1ns / 1ps
module Comparator(
    input [9:0] i_counter,
    output o_fan_0, o_fan_1, o_fan_2, o_fan_3
    );
    assign o_fan_0 = (i_counter < 0)   ? 1'b1 : 1'b0;
    assign o_fan_1 = (i_counter < 333) ? 1'b1 : 1'b0;
    assign o_fan_2 = (i_counter < 666) ? 1'b1 : 1'b0;
    assign o_fan_3 = (i_counter < 999) ? 1'b1 : 1'b0;
endmodule
`timescale 1ns / 1ps
module Counter_FND(
    input i_clk,
    input i_reset,
    output [1:0] o_counter
    );
    reg [1:0] r_counter;
    assign o_counter = r_counter;
    always @(posedge i_clk or posedge i_reset) begin
        if (i_reset) begin
            r_counter <= 0;
        end
        else begin
            r_counter <= r_counter + 1;
        end
    end
endmodule
`timescale 1ns / 1ps
module Counter_Fan(
    input i_clk,
    input i_reset,
    output [9:0] o_counter
    );
    reg [9:0] r_counter = 0;
    assign o_counter = r_counter;
    always @(posedge i_clk or posedge i_reset) begin
        if(i_reset) begin
            r_counter <= 0;
        end
        else begin
            if(r_counter == 999) begin
                r_counter <= 0;
            end
            else begin
                r_counter <= r_counter + 1;
            end
        end
    end
endmodule
`timescale 1ns / 1ps
module Decoder_2x4(
    input [1:0] i_digitPosition,
    output [3:0] o_Digit
    );
    reg [3:0] r_Digit;
    assign o_Digit = r_Digit;
    always @(*) begin
        case (i_digitPosition)
            2'b00 : r_Digit = 4'b1110;
            2'b01 : r_Digit = 4'b1101;
            2'b10 : r_Digit = 4'b1011;
            2'b11 : r_Digit = 4'b0111;
        endcase
    end
endmodule
`timescale 1ns / 1ps
module FNDValue(
    input [2:0] i_fanState,
    output [3:0] o_1000_value, o_100_value, o_10_value, o_1_value
    );
    reg [3:0] r_1000_value, r_100_value, r_10_value, r_1_value;
    assign o_1000_value = r_1000_value;
    assign o_100_value = r_100_value;
    assign o_10_value = r_10_value;
    assign o_1_value = r_1_value;
    always @(*) begin
        r_1000_value = 4'd0;
        r_100_value = 4'd0;
        r_10_value = 4'd0;
        r_1_value = 4'd0;
        case (i_fanState)
            3'd0 : r_1_value = 4'd0;
            3'd1 : r_1_value = 4'd1;
            3'd2 : r_1_value = 4'd2;
            3'd3 : r_1_value = 4'd3;
        endcase
    end
endmodule
`timescale 1ns / 1ps
module FSM_Fan(
    input i_clk,
    input i_reset,
    input [3:0] i_button,
    output o_motor,
    output [3:0] o_light,
    output [3:0] o_FND_Digit,
    output [7:0] o_FND_Font
    );
    wire w_1M_clk;
    ClockDivider_1MHz clkdiv_1M(
        .i_clk(i_clk),
        .i_reset(i_reset),
        .o_clk(w_1M_clk)
    );
    wire [9:0] w_counter;
    Counter_Fan count_fan(
        .i_clk(w_1M_clk),
        .i_reset(i_reset),
        .o_counter(w_counter)
    );
    wire [3:0] w_fan;
    Comparator comp(
        .i_counter(w_counter),
        .o_fan_0(w_fan[0]), 
        .o_fan_1(w_fan[1]), 
        .o_fan_2(w_fan[2]), 
        .o_fan_3(w_fan[3])
    );
    wire [3:0] w_button;  
    ButtonController OffBTN(
        .i_clk(i_clk),
        .i_reset(i_reset),
        .i_button(i_button[0]),
        .o_button(w_button[0])
    );
    ButtonController Stage1_BTN(
        .i_clk(i_clk),
        .i_reset(i_reset),
        .i_button(i_button[1]),
        .o_button(w_button[1])
    );
    ButtonController Stage2_BTN(
        .i_clk(i_clk),
        .i_reset(i_reset),
        .i_button(i_button[2]),
        .o_button(w_button[2])
    );
    ButtonController Stage3_BTN(
        .i_clk(i_clk),
        .i_reset(i_reset),
        .i_button(i_button[3]),
        .o_button(w_button[3])
    );
    wire [2:0] w_fanState;
    FSM_FanMode modeSel(
        .i_clk(i_clk),
        .i_reset(i_reset),
        .i_button(w_button),
        .o_fanState(w_fanState)
    ); 
    MUX_4x1 MoterStageSel(
        .i_x(w_fan),
        .sel(w_fanState),
        .o_y(o_motor)
    );
    LightControl light(
        .i_fanState(w_fanState),
        .o_light(o_light)
    );
    wire w_1K_clk;
    ClockDivider_1KHz clkDiv_1K(
        .i_clk(i_clk),
        .i_reset(i_reset),
        .o_clk(w_1K_clk)
    );
    wire [1:0] w_digitPosition;
    Counter_FND count_FND(
        .i_clk(w_1K_clk),
        .i_reset(i_reset),
        .o_counter(w_digitPosition)
    );
    Decoder_2x4 SelDigit(
        .i_digitPosition(w_digitPosition),
        .o_Digit(o_FND_Digit)
    );
    wire [3:0] w_1000_value, w_100_value, w_10_value, w_1_value;
    FNDValue FNDVal(
        .i_fanState(w_fanState),
        .o_1000_value(w_1000_value), 
        .o_100_value(w_100_value), 
        .o_10_value(w_10_value), 
        .o_1_value(w_1_value)
    );
    wire [3:0] w_value;
    MUX_FNDValueSel FNDValSel(
        .i_1000_value(w_1000_value), 
        .i_100_value(w_100_value), 
        .i_10_value(w_10_value), 
        .i_1_value(w_1_value),
        .i_digitPosition(w_digitPosition),
        .o_value(w_value)
    );
    BCDToFND_Decoder Font(
        .i_value(w_value),
        .o_font(o_FND_Font)
    );
endmodule
`timescale 1ns / 1ps
module FSM_FanMode(
    input i_clk,
    input i_reset,
    input [3:0] i_button,
    output [2:0] o_fanState
    ); 
    parameter   S_FAN_0 = 3'd0,
                S_FAN_1 = 3'd1,
                S_FAN_2 = 3'd2,
                S_FAN_3 = 3'd3;
    reg [2:0] r_curState = S_FAN_0;
    reg [2:0] r_nextState;
    reg [2:0] r_fanState;
    assign o_fanState = r_fanState;
    always @(posedge i_clk or posedge i_reset) begin
        if (i_reset)    r_curState <= S_FAN_0;
        else            r_curState <= r_nextState;
    end
    always @(i_button or r_curState) begin
        r_nextState <= S_FAN_0;
        case (r_curState)
            S_FAN_0 : begin
                if     (i_button[1])      r_nextState <= S_FAN_1;
                else if(i_button[2])      r_nextState <= S_FAN_2;
                else if(i_button[3])      r_nextState <= S_FAN_3;
                else                      r_nextState <= S_FAN_0;
            end
            S_FAN_1 : begin
                if     (i_button[0])      r_nextState <= S_FAN_0;
                else if(i_button[2])      r_nextState <= S_FAN_2;
                else if(i_button[3])      r_nextState <= S_FAN_3;
                else                      r_nextState <= S_FAN_1;
            end
            S_FAN_2 : begin
                if     (i_button[0])      r_nextState <= S_FAN_0;
                else if(i_button[1])      r_nextState <= S_FAN_1;
                else if(i_button[3])      r_nextState <= S_FAN_3;
                else                      r_nextState <= S_FAN_2;
            end
            S_FAN_3 : begin
                if     (i_button[0])      r_nextState <= S_FAN_0;
                else if(i_button[1])      r_nextState <= S_FAN_1;
                else if(i_button[2])      r_nextState <= S_FAN_2;
                else                      r_nextState <= S_FAN_3;
            end
        endcase
    end
    always @(r_curState) begin
        case (r_curState)
            S_FAN_0 : r_fanState <= 3'd0;
            S_FAN_1 : r_fanState <= 3'd1;
            S_FAN_2 : r_fanState <= 3'd2;
            S_FAN_3 : r_fanState <= 3'd3;
        endcase
    end
endmodule
`timescale 1ns / 1ps
module LightControl(
    input [2:0] i_fanState,
    output [3:0] o_light
    );
    reg [3:0] r_light;
    assign o_light = r_light;
    always @(*) begin
        case (i_fanState)
            3'd0 : r_light = 4'b0000;
            3'd1 : r_light = 4'b0001;
            3'd2 : r_light = 4'b0011;
            3'd3 : r_light = 4'b0111;
        endcase
    end
endmodule
`timescale 1ns / 1ps
module MUX_4x1(
    input [3:0] i_x,
    input [2:0] sel,
    output o_y
    );
    reg r_y;
    assign o_y = r_y;
    always @(*) begin
        r_y = 1'b0;
        case (sel)
            3'b000 : r_y = i_x[0];
            3'b001 : r_y = i_x[1];
            3'b010 : r_y = i_x[2];
            3'b011 : r_y = i_x[3];
        endcase
    end
endmodule
`timescale 1ns / 1ps
module MUX_FNDValueSel(
    input [3:0] i_1000_value, i_100_value, i_10_value, i_1_value,
    input [1:0] i_digitPosition,
    output [3:0] o_value
    );
    reg [3:0] r_value;
    assign o_value = r_value;
    always @(*) begin
        case (i_digitPosition)
            2'b00 : r_value = i_1_value;
            2'b01 : r_value = i_10_value;
            2'b10 : r_value = i_100_value;
            2'b11 : r_value = i_1000_value;
        endcase
    end
endmodule
==> /design/flow/run.sh <==
#!/bin/bash
# OpenROAD 26Q1-2900-gdf79404cd8, Yosys 0.63+post, stock flow scripts
make -C /OpenROAD-flow-scripts/flow DESIGN_CONFIG=/design/flow/config.mk WORK_HOME=/design/flow/orfs finish
==> /design/flow/config.mk <==
export PLATFORM = sky130hd
export DESIGN_NAME = FSM_Fan
export DESIGN_NICKNAME = FSM_Fan
export VERILOG_FILES = /design/flow/design.v
export SDC_FILE = /design/flow/constraint.sdc
export NUM_CORES = 4
export LEC_CHECK = 1
export CORE_UTILIZATION = 40
==> /design/flow/constraint.sdc <==
current_design FSM_Fan

set clk_period 4.6
set clk_io_pct 0.2

create_clock -name clk0 -period $clk_period [get_ports {i_clk}]

set non_clock_inputs [all_inputs -no_clocks]
set_input_delay [expr $clk_period * $clk_io_pct] -clock clk0 $non_clock_inputs
set_output_delay [expr $clk_period * $clk_io_pct] -clock clk0 [all_outputs]
==> results.json <==
{
  "crit_fanout": 6,
  "top_cells_by_count": "dfrtp_1 (190), nand2_1 (80), nor2_1 (62)",
  "placed_cells": 1089,
  "cp.arrival_ns": 2.23,
  "unclocked_regs": 17,
  "drv_cap": 0,
  "cts_hold_buf": 0,
  "drc": 0,
  "cts_max_level": 4,
  "edf_count": 0,
  "grt_max_degree": 107,
  "cp-startpoint": "modeSel.r_curState[0]",
  "syn_to_final_growth_pct": 10.8,
  "routed_wl_mm": 14.8,
  "gp_congestion": 0.887,
  "reg2reg_depth": 7,
  "largest_area_cell": "dfrtp_1",
  "dieArea_mm2": 0.0226,
  "worst_pin_slew_ns": 0.839,
  "post_cts_buffers": 0,
  "synth-compound-area-share_pct": 5.99,
  "cellLeakagePower_nw": 4.47,
  "logic_family": "simple AND/OR/NAND/NOR gates",
  "clkTransAtPathRegs_ns": 0.06,
  "drtPass1Iterations": 4,
  "cts-resized-gates": 0,
  "ff_type": "dfrtp_1",
  "crit_required_ns": 3.68,
  "reg2reg_to": "Stage2_BTN.r_prevState",
  "ys_top_cells_by_area": "dfrtp_1 (54%), xnor2_1 (4.8%), xor2_1 (3.8%), nand2_1 (3.4%), nand4_1 (2.7%)",
  "grt_pass1_vias": 5537,
  "synthAdderAreaFrac_pct": 2.41,
  "hold_violations": 0,
  "cts_tree": "built",
  "syn_inst": 850,
  "yosysTopAreaCellShare_pct": 53.9,
  "drt_iter0_markers": 231,
  "status": "completed",
  "p_per_area_mw_per_mm2": 365,
  "final_cells": 1121,
  "final_layout_size_suffix_gt1_share_pct": 6.26,
  "antenna_found_initial": 0,
  "yosys.area_share.simple_pct": 21.2,
  "core_area_mm2": 0.0213,
  "yosys_warnings": 12,
  "synth.distinct_cells": 57,
  "syn_area_mm2": 0.00882,
  "yosysCellCount": 850,
  "hold_depth": 0,
  "die_x_um": 150,
  "synth-area-yosys_mm2": 0.00882,
  "ant_nets": 0,
  "clock-root-buffer": "clkbuf_16",
  "ir_worst_vdd_mv": 0.232,
  "finalSetupViolations": 0,
  "min_path_type": "reg -> reg",
  "rsz0062_at_grt": "false",
  "avgSynthCellArea_um2": 10.4,
  "warnings": 36,
  "ys_sh_xor_pct": 8.73,
  "antenna_cells": 0,
  "cts_buffer_depth": 2,
  "path_class": "reg -> out",
  "vias": 5708,
  "wl_per_cell_um": 13.2,
  "initial_core_util_pct": 41.4,
  "r2r_setup_slack_ns": 2.06,
  "ys_sh_mux_pct": 2.13,
  "end_kind": "primary output",
  "worstSetupEndpoint": "o_light[0]",
  "crit_path_start_kind": "flip-flop",
  "drv_slew": 0,
  "r2r_start": "Stage2_BTN.r_counter[0]",
  "finalCriticalPeriod_ns": 3.15,
  "max_freq_mhz": 318,
  "worstSkewPairLatency_ns": 0.41,
  "untimed_endpoints": 21,
  "top_cell": "dfrtp_1",
  "async_flop_share_pct": 97.4,
  "grt_usage_pct": 14.7,
  "rows": 53,
  "num_io_pins": 23,
  "grt_pass1_wl_mm": 26.2,
  "final_util_pct": 45.9,
  "fin_crit_sh_pct": 68.4,
  "io_buffer_count": 19,
  "gr-total-overflow": 0,
  "vias_per_cell": 5.09,
  "chipHeight_um": 150,
  "cts_buffers": 17,
  "numSynthFlops": 195,
  "hpwl_mm": 10.2,
  "skew_ns": 0.00916,
  "relSlewSlack_pct": 43.7,
  "fin_tns_setup_ns": 0
}
-- per-layer routing --
metal	global-route usage (%)	vias to the layer above	wire, µm
met5	0	-	0
met4	2.02	0	205
met3	3.00	13	595
met2	21.5	81	6320
met1	23.9	2706	7680
li1	-	2908	-
-- worst max-delay path, cell delays in order, from the launching register on --
cell and delay [ns]:
dfrtp_1 0.42, dlxtn_1 0.48, or2_2 0.15, dlxtn_1 0.32, clkdlybuf4s50_1 0.44
-- layout make-up --
class / instances / area, µm²
inverters: 37 / 143
fillers: 1954 / 11500
clock buffers: 19 / 433
flip-flops and latches: 195 / 4830
clock inverters: 13 / 173
well taps: 275 / 344
multi-input cells: 558 / 3590
repair buffers: 24 / 253
-- per-stage QoR --
| step | setup WS, ns | instance area (µm²) | hold slack, ns | power (mW) |
|---|---|---|---|---|
| finish | 1.45 | 9770 | 0.368 | 3.57 |
| global route | 1.31 | 9770 | 0.381 | 3.75 |
| CTS | 1.42 | 9770 | 0.374 | 3.63 |
| detailed placement | 1.48 | 9160 | 0.359 | 2.12 |
| global placement | 1.53 | 9160 | 0.357 | 2.12 |
| floorplan | 1.23 | 8840 | 0.421 | 2.04 |
-- state kept, by name (all words and copies together), names as in the netlist, 2 cells and up --
signal and cells:
OffBTN.r_counter 32, Stage1_BTN.r_counter 32, Stage2_BTN.r_counter 32, Stage3_BTN.r_counter 32
clkDiv_1K.r_counter 32, clkdiv_1M.r_counter 6, count_FND.r_counter 2, count_fan.r_counter 10
light.r_light 3, modeSel.r_curState 2, modeSel.r_fanState 2
-- kinds of logic (layout without fill, tap and decap cells) --
| group | count (synthesis) | after routing |
|---|---|---|
| fa+ha+maj | 17 | 17 |
| latches | 5 | 5 |
| compound gates | 77 | 77 |
| flops | 190 | 190 |
| simple gates | 351 | 351 |
| mux | 18 | 18 |
| xor+xnor | 87 | 87 |
| other cells | 2 | 8 |
| buf+inv | 103 | 93 |
-- power breakdown --
group,switching (mW),internal (mW),total (mW)
clock network,0.611,0.867,1.48
registers,0.142,1.67,1.81
logic,0.155,0.124,0.279
-- worst min-delay path by stage --
stage	start	endpoint	slack, ns
CTS	Stage1_BTN.r_counter[24]	Stage1_BTN.r_counter[24]	0.37
global route	Stage1_BTN.r_counter[24]	Stage1_BTN.r_counter[24]	0.38
finish	Stage1_BTN.r_counter[24]	Stage1_BTN.r_counter[24]	0.37
-- placed cells by master (no fill, tap or decap), types with 5 or more instances in the layout --
master and n:
nor4bb_1 5, o41ai_1 5, nand2_1 80, xor2_1 38, mux2i_1 12, clkdlybuf4s50_1 19, inv_1 36, clkbuf_16 17
o31ai_1 7, and4_1 12, conb_1 8, ha_1 17, and3_1 13, mux2_2 6, nor4_1 26, nor2_1 62
dlxtn_1 5, nor3_1 25, a21oi_1 12, o21ai_0 17, a21o_1 5, nand4_1 38, o311ai_0 6, nor4b_1 5
xnor2_1 48, and2_1 8, nand3_1 46, dfrtp_1 190, or4_1 6
Power is estimated from default activity; no workload was simulated.
